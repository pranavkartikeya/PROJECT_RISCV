--- flow/config.mk ---
export PLATFORM = sky130hd
export DESIGN_NAME = EX
export DESIGN_NICKNAME = EX
export VERILOG_FILES = /design/flow/design.v
export SDC_FILE = /design/flow/constraint.sdc
export NUM_CORES = 4
export LEC_CHECK = 1
export CORE_UTILIZATION = 40
--- flow/constraint.sdc ---
current_design EX

set clk_period 204.5
set clk_io_pct 0.2

create_clock -name clk0 -period $clk_period [get_ports {clk}]

set non_clock_inputs [all_inputs -no_clocks]
set_input_delay [expr $clk_period * $clk_io_pct] -clock clk0 $non_clock_inputs
set_output_delay [expr $clk_period * $clk_io_pct] -clock clk0 [all_outputs]
--- flow/design.v ---
module ALU (
    input [31:0] a,         
    input [31:0] b,         
    input isadd,            
    input isld,             
    input isst,             
    input issub,            
    input iscmp,            
    input ismul,            
    input islsl,            
    input islsr,            
    input isasr,            
    input isor,             
    input isnot,            
    input isand,            
    input isdiv,            
    input ismod,            
    input ismov,            
    input clk,              
    output reg [31:0] alu_result,  
    output reg zero_flag,          
    output reg overflow_flag,      
    output reg flag_gt             
);
always @(posedge clk) begin
    zero_flag = 0;
    overflow_flag = 0;
    flag_gt = 0;
    case (1'b1)  
        isadd: begin
            alu_result = a + b;
            overflow_flag = (a + b > 32'hFFFFFFFF) ? 1 : 0;  
        end
        isld, isst: begin
            alu_result = a + b;  
        end
        issub: begin
            alu_result = a - b;
            overflow_flag = (a < b) ? 1 : 0;  
        end
        iscmp: begin
            if ((a - b) > 0) flag_gt = 1;
            else if ((a - b) == 0) zero_flag = 1;
        end
        ismul: begin
            alu_result = a * b;  
        end
        islsl: begin
            alu_result = a << b;  
        end
        islsr: begin
            alu_result = a >> b;  
        end
        isasr: begin
            alu_result = $signed(a) >>> b;  
        end
        isor: begin
            alu_result = a | b;  
        end
        isnot: begin
            alu_result = ~a;  
        end
        isand: begin
            alu_result = a & b;  
        end
        isdiv: begin
            alu_result = a / b;  
        end
        ismod: begin
            alu_result = a % b;  
        end
        ismov: begin
            alu_result = b;  
        end
        default: begin
            alu_result = 32'h00000000;  
        end
    endcase
    zero_flag = (alu_result == 32'h00000000) ? 1 : 0;
end
endmodule
module EX(
    input [31:0] A, B, OP2, INST, PC, branchtarget,
    input clk,
    input isBeq, isBgt,isUBranch, isRet,isWb,
    input isadd, isld, isst, issub, iscmp, ismul, islsl, islsr, isasr, isor, isnot, isand, isdiv, ismod, ismov,iscall,
    output reg [31:0] ALURESULT, EX_MA_PC, EX_MA_OP2, EX_MA_INST,
    output isBranchtaken,
    output reg [31:0] branchpc,
    output reg zero_flag,  
    output reg overflow_flag, 
    output reg flag_gt,
    output reg isSt_EM,
    output reg isLd_EM,
    output reg isWb_EM,
    output reg isCall_EM
);
    wire [31:0] aluresult;
    wire flagE,Oflag,flagG;
always @(posedge clk) begin
    if (isRet) 
        branchpc <= A;
    else 
        branchpc <= branchtarget;
end
ALU uut (
    .a(A),
    .b(B),
    .isadd(isadd),
    .isld(isld),
    .isst(isst),
    .issub(issub),
    .iscmp(iscmp),
    .ismul(ismul),
    .islsl(islsl),
    .islsr(islsr),
    .isasr(isasr),
    .isor(isor),
    .isnot(isnot),
    .isand(isand),
    .isdiv(isdiv),
    .ismod(ismod),
    .ismov(ismov),
    .clk(clk),
    .alu_result(aluresult),
    .zero_flag(flagE),
    .overflow_flag(Oflag),
    .flag_gt(flagG)
);
assign isBranchtaken = isUBranch | (isBeq & zero_flag) | (isBgt & flag_gt);
always @(*) begin
    EX_MA_PC <= PC;
    EX_MA_OP2 <= OP2;  
    ALURESULT <= aluresult;
   zero_flag  <= flagE;
   overflow_flag <= Oflag;
     flag_gt <= flagG;
end
always @(*)
       begin
       EX_MA_INST <= INST;
       isSt_EM <= isst;
       isLd_EM  <= isld;
       isWb_EM  <= isWb;
       isCall_EM <= iscall;
       end
endmodule
--- flow/run.sh ---
#!/bin/bash
# OpenROAD 26Q1-2900-gdf79404cd8, Yosys 0.63+post, stock flow scripts
make -C /OpenROAD-flow-scripts/flow DESIGN_CONFIG=/design/flow/config.mk WORK_HOME=/design/flow/orfs finish
==> reports/qor.yml <==
combPwrFrac: 0.964
warning_count: 93
areaGrowthSynthToFinish_pct: 7.51
core_um2: 150000
area.sequential_um2: 1340
cp_slowest_stage_delay_ps: 1180
cts_hold_buf: 0
ff_type: "dfxtp_1"
core.rowCount: 142
worstSetupStartpointType: "primary input"
tns_ps: 0
first_global_vias: 67458
status: "complete, no violations"
power.switching_uw: 719
numCtsBuffers: 9
worst_path_most_repeated_cell: "ha_1"
synth_cells: 8698
drtIter0Drc: 7835
r2r_setup_slack_ps: 200670
skew_ps: 30.1
first_pass_iters: 7
place.gp.congestion: 1.17
relSlewSlack: 0.0964
required_ps: 204840
drive_gt1_frac: 0.0739
htree_levels: 3
num_vias: 70769
r2r_cells: 12
synthArstFlopShare: 0
p_per_area_nw_per_um2: 16.6
placed_area_um2: 65200
ys_chip_area_um2: 61000
wl_per_cell_um: 34.5
clock.fmax_ghz: 0.00779
min_to: "uut.alu_result[30]"
grt_antenna_before_repair: 35
rr_startpoint: "uut.alu_result[7]"
report.final.hold_viol_count: 0
period_used_share: 0.628
power.leakage_nw: 29.6
clock_power_share: 0.016
hold_depth: 2
port_buffers: 185
worst_pin_slew_ps: 1340
cts_setup_buffers: 0
grtUsageTotal: 0.483
maxCapViolations: 0
worstHoldPathType: "reg -> reg"
cts_tree: "built"
fin_cells: 10706
critPathSlowestCell: "o31ai_1"
fillers: 15515
synth-edff-count: 0
cts-root-buf: "clkbuf_16"
yosys.area.top_type: "ha_1"
dp_cells: 10651
ios: 382
rsz0062_at_grt: "false"
p_int_uw: 371
initCoreUtil: 0.405
grt_remaining_overflow: 0
slew_violations: 0
netlist_top_cells_count: "nand2_1 (1150), nor2_1 (866), ha_1 (750)"
path_delay_family: "AND-OR/OR-AND gates"
path_clk_slew_ps: 70
worstSkewPairLatency_ps: 450
cts_resized: 0
synth.distinct_cells: 114
cp-end-kind: "register"
yosysMostFrequentCell: "nand2_1"
routed_wl_um: 369000
route.detailed.drc: 0
ys_warn_count: 2
ys_seq_frac: 0.0220
chipWidth_um: 392
power_frac_seq: 0.020
arrival_ps: 128750
netSwitchingFraction: 0.660
crit_type: "in -> reg"
post_drt_via_cell_ratio: 6.61
finalSetupViolCount: 0
numSynthFlops: 67
final_area_um2: 65500
logic_area_um2: 54600
grt_max_degree: 99
ir_worst_vdd_mv: 0.0668
clock-sinks: 67
chipArea_um2: 154000
fin_hold_ws_ps: 756
detail-route-antenna-nets: 0
ys_cells: 8698
hold_start: "uut.alu_result[30]"
die_y_um: 392
crit_buf_inv: 22
cp_max_fo: 36
synth_area_um2: 61000
hpwlAfterDp_um: 294000
avgSynthCellArea_um2: 7.01
grt_pass1_wl_um: 511000
period_minus_slack_ps: 128400
top_cells_by_area: "ha_1 (15%), fa_1 (13%), nand2_1 (7.1%)"
synth_top_area_share: 0.154
max-clock-path-buffers: 2
r2r_end: "uut.zero_flag"
worst max path at each step:
| stage | cells after the start | startpoint | end | slack (ps) |
|---|---|---|---|---|
| CTS | 278 | B[28] | uut.zero_flag | 79380 |
| global route | 280 | B[28] | uut.zero_flag | 72700 |
| finish | 272 | B[28] | uut.zero_flag | 76100 |
layer usage:
metal | wire [um] | up-vias | global-route usage | part of all wire
li1 | - | 30740 | - | -
met2 | 147000 | 4795 | 0.667 | 0.40
met5 | 716 | - | 0.0207 | 0.0019
met4 | 31500 | 39 | 0.330 | 0.085
met3 | 49800 | 1353 | 0.203 | 0.13
met1 | 140000 | 33842 | 0.609 | 0.38
flip-flops by register name (all words and copies together) (netlist names):
register and cells:
uut.alu_result 32, uut.overflow_flag 1, branchpc 32, uut.zero_flag 1, uut.flag_gt 1
kinds of logic after synthesis:
family                   Yosys count  share of synthesized area
AND-OR/OR-AND                   2489                      0.271
XOR/XNOR                         492                     0.0707
adder cells (fa/ha/maj)         1161                      0.289
buffers and inverters           1267                     0.0848
flip-flops                        67                     0.0220
multiplexers                     200                     0.0384
AND/OR/NAND/NOR                 3022                      0.224
layout make-up:
class / count / share of cell area
multi-input cells: 7364 / 0.834
clock inverters: 6 / 0.000630
flip-flops and latches: 67 / 0.0205
inverters: 724 / 0.0415
repair buffers: 480 / 0.0604
well taps: 2016 / 0.0385
diodes: 40 / 0.00153
clock buffers: 9 / 0.00344
power by group through the flow:
stage | Combinational [mW] | Sequential (mW) | Clock, mW
final | 1.05 | 0.0216 | 0.0174
after global routing | 1.09 | 0.0212 | 0.0178
after CTS | 1.00 | 0.0208 | 0.0178
stage by stage:
step                worst slack (ps)   util  total power [mW]
floorplan                      91350      -             0.599
global placement               80410  0.433              1.01
detailed placement             79320  0.433              1.01
CTS                            79380  0.435              1.04
global route                   72700  0.435              1.13
finish                         76100  0.436              1.09
worst min-delay path: cells and delay by family (launching register included):
kind / cells / cell delay, ps
AOI/OAI and AO/OA: 1 / 150
DFF: 1 / 540
buffers and inverters: 1 / 40
layout by cell type (no fill, tap or decap), types with 90 or more instances in the layout:
master	count
xnor2_1	317
o211ai_1	90
inv_1	704
ha_1	750
buf_4	296
a21o_1	176
nor2_1	863
clkdlybuf4s50_1	157
nor3_1	213
xor2_1	175
nand2_1	1150
a211oi_1	99
mux2_2	93
nand3_1	186
a21oi_1	695
fa_1	411
o21a_1	135
o21ai_0	445
a31oi_1	103
Power and IR drop assume default switching activity.
