===== ./config.mk =====
export PLATFORM = sky130hd
export DESIGN_NAME = RegFile1
export DESIGN_NICKNAME = RegFile1
export VERILOG_FILES = /design/flow/design.v
export SDC_FILE = /design/flow/constraint.sdc
export NUM_CORES = 4
export LEC_CHECK = 1
export CORE_UTILIZATION = 30

===== ./constraint.sdc =====
current_design RegFile1

set clk_period 4.7
set clk_io_pct 0.2

create_clock -name clk0 -period $clk_period [get_ports {clk}]

set non_clock_inputs [all_inputs -no_clocks]
set_input_delay [expr $clk_period * $clk_io_pct] -clock clk0 $non_clock_inputs
set_output_delay [expr $clk_period * $clk_io_pct] -clock clk0 [all_outputs]

===== ./design.v =====
module RegFile1 (clk,regwrite_en,regread_dest1,regread_dest2,regwrite_dest,regwrite_data,A,B,OP2,isImmediate,immx);
       input clk,regwrite_en;
       input [3:0] regread_dest1,regread_dest2,regwrite_dest;
       input [31:0] regwrite_data;
       input isImmediate;
       input [31:0] immx;
       output reg[31:0] A,B,OP2;
       reg [31:0] REG [0:15];
       initial begin
          REG[0] = 32'b00000000000000000000000000000001;
          REG[1] = 32'b00000000000000000000000000000010;
          REG[2] = 32'b00000000000000000000000000000011;
          REG[3] = 32'b00000000000000000000000000000111;
          REG[4] = 32'b00000000000000000000000000000110;
          REG[5] = 32'b00000000000000000000000000000100;
          REG[15]= 32'b01100011001100110011001100110011;
    end
      always @(posedge clk)
        begin
        if(regwrite_en) begin
            REG[regwrite_dest] <= regwrite_data;
            end
       end
       always @(*)
       begin
        A = REG[regread_dest1];
        OP2 = REG[regread_dest2];
        end
     always @(*) begin
        if (isImmediate)
            B = immx;
        else
            B = OP2;
    end
  endmodule

===== ./run.sh =====
#!/bin/bash
# OpenROAD 26Q1-2900-gdf79404cd8, Yosys 0.63+post, stock flow scripts
make -C /OpenROAD-flow-scripts/flow DESIGN_CONFIG=/design/flow/config.mk WORK_HOME=/design/flow/orfs finish

==> qor.txt <==
Total Routing Usage GR - 17.3%
Synth Seq Share - 64.6%
Drt first-iter violations - 685
Biggest register - REG
Share of layout cells above drive strength 1 - 35.7%
Largest net degree at the start of global routing - 44
Unrepaired setup endpoints after global routing - no
Max Cap Viol - 0
Full die area - 0.0805 mm2
CTS Root Cell - clkbuf_16
Post-place instance area - 0.0273 mm2
Tmin final - 4.24 ns
Comb pwr share - 10.6%
Worst hold stages - 1
Init Core Util - 30.5%
GRT overflow - 0
Row count - 102
CTS Hold Bufs - 0
Post-route ant nets - 0
Cell Area, Synth - 0.0238 mm2
WP data arrival - 3.30 ns
DRT Pass-1 Iters - 5
Endpoints failing setup - 0
Critical path class - in -> out
Ys cells - 1107
Chip area estimate from yosys synthesis - 0.0238 mm2
Crit path max-delay family - multiplexers
Cell Type Count - 21
DR WL/cell - 26.9 um
DRC viols - 0
Synth Warn # - 1
Vias in the first global route - 14600
Hold path endpoint - REG[9][19]
Post-CTS setup buffers - 0
Peak supply drop - 0.318 mV
Placed cells - 2290
Yosys reg bits - 512
CTS Sinks - 512
Setup TNS - 0 ns
Leakage - 9.15 nW
CTS tree - built
Core footprint - 0.0780 mm2
Final Wtd Congestion - 0.830
Switch share - 21.3%
Antenna violations before repair - 8
Clk buf depth - 3
Hold WS - 1.24 ns
Crit path top cell by count - mux2_2
Vias per inst - 5.32
FMAX - 236 MHz
Finished Cell Area - 0.0290 mm2
CP max FO - 21
Finished Layout Cells - 2388
Post-CTS sizing - 0
Clock power share - 39.9%
Internal power - 8.20 mW
Log Warnings - 25
Worst Max-Slew Pin Slew - 0.874 ns
Sw power - 2.22 mW
Mean Syn Cell Area - 21.5 um2
Worst Setup End Kind - primary output
Hold Startpoint - regwrite_data[19]
Buf+Inv Stages, Crit Path - 3
Dpl hpwl - 37600 um
Crit-path cells - buf_8 -> buf_4 -> mux4_2 -> mux2_2 -> a22o_1 -> mux2_2 -> clkdlybuf4s50_1
Regs by FF count - REG: 512 flops
Hold Fails Final Rpt - 0
Max reg flops - 512
H-tree depth - 2
Crit share post-route - 90.3%
Via count - 12700
CP startpoint kind - input pin
Max stage delay cell, worst path - mux4_2
Pwr dens - 359 mW/mm2
Reg power frac - 49.5%
Max_slew headroom - 41.6%
I/O pin count - 175
Status - complete, no violations
Final Max Tran Viols - 0
Slowest stage delay, CP - 0.54 ns
HP Class - in -> reg
Fill cells - 6919
Syn-to-layout area delta - 21.7%
Die X - 284 um
Die height - 284 um
Synth Instances - 1107
I/O Buffers - 174
Global-route wire length before repair - 94900 um
Clk slew on worst S/H paths - 0.06 ns
DRT Wirelength - 64200 um
Worst EP required - 3.76 ns
TritonCTS Buffers - 53
Total Power - 10.4 mW
[synthesized netlist by cell type]
library cell	count	area, um2
nand2_1	1	3.75
nor2_1	12	45.0
a22o_1	32	280
nand3_1	1	5.00
a21oi_1	32	160
buf_6	10	113
nor3_1	4	20.0
nand2b_1	2	12.5
clkbuf_1	53	199
buf_2	16	80.1
edfxtp_1	512	15400
nor2b_1	1	6.26
or3b_2	1	8.76
and2_1	1	6.26
buf_1	3	11.3
mux4_2	256	5770
mux2i_1	64	641
mux2_2	64	721
buf_4	8	60.1
a2bb2oi_1	32	280
nand3b_1	2	15.0
[cells by family (layout without fill, tap and decap cells)]
logic type | Yosys count | in the layout | synth area share [%]
buffers and inverters | 90 | 329 | 1.94
DFF | 512 | 512 | 64.6
muxes | 384 | 384 | 29.9
and+or+nand+nor | 25 | 25 | 0.515
other | 0 | 2 | 0
AOI/OAI and AO/OA | 96 | 96 | 3.03
[per-layer routing]
metal  vias to the layer above  global-route usage [%]  share of wire, %
met5                         -                   0.893              0.20
met4                        14                    3.07               1.9
met3                        96                    13.6                17
met2                       873                    26.0                47
met1                      6415                    19.8                34
li1                       5307                       -                 -
[placed cells by master (no fill, tap or decap), drive strengths merged]
cell type and count:
edfxtp 512, mux4 256, clkdlybuf4s50 165, buf 67
mux2 64, mux2i 64, clkbuf 64, a21oi 32
a2bb2oi 32, a22o 32, clkinv 22, nor2 12
bufinv 6, nor3 4, inv 3, diode 2
nand3b 2, nand2b 2, clkinvlp 2, nor2b 1
and2 1, nand2 1, nand3 1, or3b 1
[power by group through the flow]
stage / clock, mW / sequential [mW] / combinational (mW)
finish: 4.15 / 5.16 / 1.10
global route: 4.39 / 5.17 / 1.19
CTS: 4.24 / 5.16 / 1.13
[stage by stage]
step | setup WS, ns | util (%)
5_1_grt | 0.342 | 37.2
3_5_place_dp | 0.437 | 34.9
2_1_floorplan | 0.580 | -
3_3_place_gp | 0.437 | 34.9
6_report | 0.458 | 37.2
4_1_cts | 0.426 | 37.2
[how the worst max path moves through the flow]
stage	start	endpoint	slack, ns	cells after the start
after CTS	regread_dest2[0]	B[16]	0.43	7
after global routing	regread_dest2[0]	B[5]	0.34	7
final	regread_dest2[0]	B[16]	0.46	7
[layout make-up]
cell class              instances  area (um2)  area share, %
repair buffers                233        2490           8.58
multi-input cells             505        8090           27.9
flip-flops and latches        512       15400           53.1
diodes                          2        5.00         0.0173
clock inverters                33         317           1.09
well taps                    1040        1300           4.49
clock buffers                  63        1410           4.85
Power figures rest on the tool's default switching activity, not on a simulated workload.
